**flow/run.sh**
```bash
#!/bin/bash
# OpenROAD 26Q1-2900-gdf79404cd8, Yosys 0.63+post, stock flow scripts
make -C /OpenROAD-flow-scripts/flow DESIGN_CONFIG=/design/flow/config.mk WORK_HOME=/design/flow/orfs finish
```
**flow/config.mk**
```make
export PLATFORM = sky130hd
export DESIGN_NAME = PC
export DESIGN_NICKNAME = PC
export VERILOG_FILES = /design/flow/design.v
export SDC_FILE = /design/flow/constraint.sdc
export NUM_CORES = 4
export LEC_CHECK = 1
export CORE_UTILIZATION = 30
```
**flow/constraint.sdc**
```tcl
current_design PC

set clk_period 5.7
set clk_io_pct 0.2

create_clock -name clk0 -period $clk_period [get_ports {i_clk}]

set non_clock_inputs [all_inputs -no_clocks]
set_input_delay [expr $clk_period * $clk_io_pct] -clock clk0 $non_clock_inputs
set_output_delay [expr $clk_period * $clk_io_pct] -clock clk0 [all_outputs]
```
**flow/design.v**
```verilog
module PC (i_clk, i_rst, o_pc, o_pc_plus4, PCsel, mux_out);
input logic i_clk, i_rst, PCsel;
input logic [31:0]  mux_out;
output logic [31:0] o_pc;
output logic [31:0] o_pc_plus4;
logic [31:0] i_pc;
assign i_pc = (PCsel) ? mux_out : o_pc_plus4;
always_ff @(posedge i_clk or negedge i_rst) begin
    if (!i_rst) begin
        o_pc <= 32'b0;
    end else begin
        o_pc <= i_pc;
    end
end
adder_32_bit adder_32bit_inst   (  .a(o_pc),
                                    .b(32'd4),
                                    .cin(1'b0),
                                    .sum(o_pc_plus4),
                                    .G(),
                                    .P(),
                                    .cout(),
                                    .overflow());
endmodule 
module adder_16_bit (  a, b, cin, sum, G, P, cout,overflow);
input logic [15:0] a, b;
input logic cin;
output logic  [15:0] sum;
output logic G, P, cout;
output logic overflow;
logic [3:0] G_4bit, P_4bit;
logic [2:0] cin_4bit;
adder_4_bit adder4bit_0 (	.a(a[3:0]),
									.b(b[3:0]),
									.cin(cin),
									.sum(sum[3:0]), 
									.G(G_4bit[0]),
									.P(P_4bit[0])
									);	
assign cin_4bit[0] = G_4bit[0] | P_4bit[0] & cin;							
adder_4_bit adder4bit_1 (	.a(a[7:4]),
									.b(b[7:4]),
									.cin(cin_4bit[0]),
									.sum(sum[7:4]), 
									.G(G_4bit[1]),
									.P(P_4bit[1])
									);	
assign cin_4bit[1] = G_4bit[1] | P_4bit[1] & (G_4bit[0] | P_4bit[0] & cin);		
adder_4_bit adder4bit_2 (	.a(a[11:8]),
									.b(b[11:8]),
									.cin(cin_4bit[1]),
									.sum(sum[11:8]), 
									.G(G_4bit[2]),
									.P(P_4bit[2])
									);	
assign cin_4bit[2] = G_4bit[2] | P_4bit[2] & (G_4bit[1] | P_4bit[1] & (G_4bit[0] | P_4bit[0] & cin));		
adder_4_bit adder4bit_3 (	.a(a[15:12]),
									.b(b[15:12]),
									.cin(cin_4bit[2]),
									.sum(sum[15:12]), 
									.G(G_4bit[3]),
									.P(P_4bit[3])
									);		
assign G = G_4bit[3] | P_4bit[3] & (G_4bit[2] | P_4bit[2] & (G_4bit[1] | P_4bit[1] & (G_4bit[0] | P_4bit[0] & cin)));		
assign P = P_4bit[3] & P_4bit[2] & P_4bit[1] & P_4bit[0];
assign overflow = G ^ cin_4bit[2];									
endmodule
module adder_1_bit (a, b, cin, cout, sum, g, p);					 
		input logic a, b, cin;		
		output logic cout, sum, g, p;
		assign p = a ^ b;
		assign g = a & b;
		assign sum = p ^ cin;
		assign cout = g | p & cin;
endmodule 
module adder_32_bit (a, b, cin, sum, G, P, cout, overflow);
input logic [31:0] a, b;
input logic cin;
output logic  [31:0] sum;
output logic G, P, cout, overflow;
logic G_16bit, P_16bit;
logic cin_16bit;
adder_16_bit adder16bit_0 (  .a(a[15:0]),
                                .b(b[15:0]),
                                .cin(cin),
                                .sum(sum[15:0]),
                                .G(G_16bit),
                                .P(P_16bit),
                                .cout()
                                );
assign cin_16bit = G_16bit | P_16bit & cin;
adder_16_bit adder16bit_1 (  .a(a[31:16]),
                                .b(b[31:16]),
                                .cin(cin_16bit),
                                .sum(sum[31:16]),
                                .G(G),
                                .P(P),
                                .cout()
                                );
assign cout = G | P & (G_16bit | P_16bit & cin);
assign overflow = cin_16bit ^ cout;
endmodule
module adder_4_bit (a, b, cin, sum, G, P, overflow);
    input logic [3:0] a, b;
    input logic cin;
    output logic [3:0] sum;
    output logic G, P;
    output logic overflow;
    logic [3:0] g, p;
    logic [4:0] c;
    assign c[0] = cin;
    adder_1_bit adder1bit_0 (.a(a[0]), .b(b[0]), .cin(c[0]), .cout(), .sum(sum[0]), .g(g[0]), .p(p[0]));
    adder_1_bit adder1bit_1 (.a(a[1]), .b(b[1]), .cin(c[1]), .cout(), .sum(sum[1]), .g(g[1]), .p(p[1]));
    adder_1_bit adder1bit_2 (.a(a[2]), .b(b[2]), .cin(c[2]), .cout(), .sum(sum[2]), .g(g[2]), .p(p[2]));
    adder_1_bit adder1bit_3 (.a(a[3]), .b(b[3]), .cin(c[3]), .cout(), .sum(sum[3]), .g(g[3]), .p(p[3]));
    assign c[1] = g[0] | (p[0] & c[0]);
    assign c[2] = g[1] | (p[1] & g[0]) | (p[1] & p[0] & c[0]);
    assign c[3] = g[2] | (p[2] & g[1]) | (p[2] & p[1] & g[0]) | (p[2] & p[1] & p[0] & c[0]);
    assign c[4] = g[3] | (p[3] & g[2]) | (p[3] & p[2] & g[1]) | (p[3] & p[2] & p[1] & g[0]) | (p[3] & p[2] & p[1] & p[0] & c[0]);
    assign G = g[3] | (p[3] & g[2]) | (p[3] & p[2] & g[1]) | (p[3] & p[2] & p[1] & g[0]);
    assign P = p[3] & p[2] & p[1] & p[0];
    assign overflow = c[4] ^ c[3];
endmodule
```
==> run_results.csv <==
group,metric,value,unit
floorplan,floorplan.initialDensity,31.9,%
cts,clk-insertion-delay-late,0.27,ns
cts,cts_buffer_depth,2,
min_path,worst_hold_path.num_cells,1,
sta,relSlewSlack,70.2,%
worst_setup_path,regToRegEndpoint,"o_pc[28]",
synthesis,yosysUniqueCellTypes,34,
worst_setup_path,max_stage_delay,0.53,ns
worst_setup_path,worstSetupStartpointType,"flop",
floorplan,pin_count,99,
global_route,grt_start_max_net_pins,33,
finish,largestRegisters,"o_pc (32)",
finish,largest-register,"o_pc",
worst_setup_path,endpoint_arrival_time_on_the_critical_path,2.70,ns
finish,top_logic_cell_by_instance_count_in_the_layout,"clkdlybuf4s50_1",
finish,layout.cells.most_common_list,"clkdlybuf4s50_1, dfrtp_1, nand2_1, mux2_2",
cts,clkTransAtPathRegs,0.06,ns
placed_design,placer_congestion,0.761,
synthesis,postSynth.topFlopCell,"dfrtp_1",
global_route,grt_pass1_wl,8650,um
floorplan,design.die.area,8220,sq um
finish,layout.filler_cells,731,
run,warnings,25,
drt,antennaDiodeCount,0,
power,power,0.639,mW
synthesis,synth.yosys.warnings,1,
power,p_leak,1.18,nW
min_path,hp-start,"o_pc[2]",
worst_setup_path,worst_r2r_startpoint,"o_pc[2]",
floorplan,fp.coreArea,7410,sq um
worst_setup_path,criticalPathCategory,"flop to primary output",
power,power-per-cell-area,211,nW/um^2
drt,drtIter0Drc,38,
synthesis,ys_area,2360,sq um
cts,clock_tree.root_cell,"clkbuf_8",
sta,unrepaired_setup_endpoints_after_global_routing,"no",
synthesis,postSynthRegisterBits,32,
drt,drt-pass1-iter-count,6,
sta,max_freq,0.260,GHz
synthesis,synth_sequential_area_ratio,33.9,%
synthesis,area_leaders,"dfrtp_1, buf_4, mux2_2",
drt,ant_nets,0,
cts,cts_repair_resize_count,0,
drt,drc_errors,0,
drt,via_count,1849,
floorplan,die_height,90.7,um
global_route,gr-usage-all-layers,13.3,%
cts,postCtsSetupBuffers,0,
sta,period_used_share,67.4,%
finish,share_of_final_layout_standard_cells_stronger_than_drive_strength_1,11.1,%
synthesis,number_of_enable_type_register_cells_in_the_synthesized_netlist,0,
synthesis,ys_cells,255,
global_route,global_route.overflow_total,0,
status,outcome,"finished, final reports clean",
cts,tritoncts,"done",
sta,setup_tns,0,ns
worst_setup_path,reg2reg_depth,7,
worst_setup_path,critical_path.cell_chain,"ha_1, and4_1, and4_1, and3_1, xor2_1, clkdlybuf4s50_1",
drt,detail_route.vias_per_cell,4.79,
worst_setup_path,cp_common_cell,"and4_1",
sta,fin_skew,0.00257,ns
drt,routed_wirelength,5390,um
finish,syn2layout_area_growth,28.4,%
worst_setup_path,timing.critical_path.slowest_stage_cell,"and4_1",
cts,cts_num_sinks,32,
synthesis,syn-instance-count,255,
global_route,first_global_vias,1732,
synthesis,top_area_cell,"dfrtp_1",
cts,ctsHtreeMaxLevel,2,
cts,cts_hold_buffers,0,
cts,cts_buffers,5,
floorplan,width_of_the_die,90.7,um
sta,final_setup_violations,0,
min_path,min_delay_worst_type,"flop to flop",
sta,maxSlewViolCount,0,
sta,period_needed,3.84,ns
synthesis,syn_area_per_cell,9.25,sq um
floorplan,floorplan.rows,31,
synthesis,top_area_share,33.9,%
run,max_cap_viol_count,0,
synthesis,netlist_area,2360,sq um
finish,largest_register_ff_count,32,
placed_design,io_buffers,98,
min_path,worstHoldEndpoint,"o_pc[2]",
placed_design,dpl.hpwl,4020,um
worst_setup_path,r2r_slack,3.56,ns
drt,wl_per_cell,14.0,um
power,worst_ir_drop_vdd,100,uV
worst_setup_path,max_fo_critical_path,10,
worst_setup_path,worst-endpoint-required,4.56,ns
sta,final_hold_viol_count,0,
sta,worst_slew_pin_slew,0.447,ns
worst_setup_path,worstSetupEndpointType,"primary output",
global_route,antenna_found_initial,0,
synthesis,synth_async_sr_flop_share,100,%
[logic make-up after synthesis]
family                   count (synthesis)  share of synthesized area (%)
AND-OR/OR-AND                           28                           8.38
XOR/XNOR                                14                           5.20
adder cells (fa/ha/maj)                  4                           2.12
buffers and inverters                   82                           23.6
flip-flops                              32                           33.9
multiplexers                            16                           7.64
AND/OR/NAND/NOR                         79                           19.1
[synthesized netlist by cell type, types with 2 or more instances]
| library cell | count |
|---|---|
| nor4_1 | 2 |
| or2_2 | 2 |
| nand2_1 | 18 |
| and4_1 | 6 |
| ha_1 | 4 |
| nor3_1 | 3 |
| o31ai_1 | 6 |
| buf_1 | 2 |
| xnor2_1 | 9 |
| clkbuf_1 | 7 |
| buf_4 | 64 |
| nand4_1 | 10 |
| or3_1 | 2 |
| dfrtp_1 | 32 |
| o21ai_0 | 4 |
| buf_2 | 2 |
| a221o_1 | 4 |
| or4_1 | 5 |
| xor2_1 | 5 |
| nand3_1 | 7 |
| mux2_2 | 16 |
| a31oi_1 | 12 |
| nor2_1 | 12 |
| and2_1 | 4 |
| inv_1 | 6 |
| nor2b_1 | 3 |
[worst max-delay path: cells and delay by family (launching register included)]
family	cells	cell delay, ns
XOR/XNOR	1	0.17
adder cells (fa/ha/maj)	1	0.21
buffers and inverters	1	0.47
flip-flops	1	0.38
AND/OR/NAND/NOR	3	1.19
[power breakdown]
part           internal (mW)  switching [mW]
clock                 0.0787          0.0784
sequential             0.253          0.0337
combinational          0.145          0.0510
total                  0.476           0.163
[how the worst max path moves through the flow]
stage | slack [ns] | start | cells past startpoint | to
after global routing | 1.66 | o_pc[2] | 6 | o_pc_plus4[26]
final | 1.86 | o_pc[2] | 6 | o_pc_plus4[26]
after CTS | 1.83 | o_pc[2] | 6 | o_pc_plus4[26]
[per-layer routing]
layer	GRT usage [%]	share of wire (%)	vias up	wire length, um
met5	0	0	-	0
met4	1.21	0.48	0	26
met3	3.42	7.9	2	426
met2	20.2	46	79	2470
met1	20.0	46	863	2480
li1	-	-	905	-
[area by class of cell]
cell class | instances | area [sq um] | area share [%]
inverter | 6 | 22.5 | 0.743
clock buffer | 5 | 68.8 | 2.27
timing repair buffer | 103 | 1010 | 33.4
tap | 99 | 124 | 4.09
sequential | 32 | 801 | 26.4
multi-input combinational | 141 | 1000 | 33.0
[through the flow]
step | utilization, % | cells | setup slack [ns] | hold WS [ns] | area [sq um]
after floorplan | - | 255 | 2.61 | 0.473 | 2360
after global placement | 40.0 | 381 | 2.23 | 0.495 | 2960
after detailed placement | 40.0 | 381 | 2.17 | 0.507 | 2960
after CTS | 40.9 | 386 | 1.83 | 0.523 | 3030
after global routing | 40.9 | 386 | 1.66 | 0.581 | 3030
final | 40.9 | 386 | 1.86 | 0.513 | 3030
Power is estimated from default activity; no workload was simulated.
