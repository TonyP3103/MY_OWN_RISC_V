`./design.v`:
```
module ALU (i_operand_a, i_operand_b, i_alu_op, mux_out);
input logic [31:0] i_operand_a, i_operand_b;
input logic [3:0] i_alu_op;
output logic [31:0] mux_out;
logic [31:0] ARTHIMETIC, SHIFT, LOGICAL;
ARITHMETIC ARITHMETIC_DUT (	.i_operand_a(i_operand_a),
                                        .i_operand_b(i_operand_b),
                                        .op(i_alu_op[1:0]),
                                        .ARITHMETIC_result(ARTHIMETIC)
                                        );
LOGICAL LOGICAL_DUT (	.i_operand_a(i_operand_a),
                                        .i_operand_b(i_operand_b),  
                                        .i_alu_op(i_alu_op[1:0]),
                                        .o_result(LOGICAL)
                                        );
shifter shifter_DUT (	.i_data(i_operand_a),
                        .i_shamt(i_operand_b[4:0]),
                        .i_type(i_alu_op[1:0]),
                        .o_result(SHIFT)
                        );
ALU_MUX  MUX (  .ARTHIMETIC(ARTHIMETIC), 
                .SHIFT(SHIFT),  
                .LOGICAL(LOGICAL), 
                .sel(i_alu_op[3:2]), 
                .mux_out(mux_out));
endmodule 
module ALU_MUX (ARTHIMETIC, SHIFT,  LOGICAL, sel, mux_out);
input logic [31:0] ARTHIMETIC, SHIFT,  LOGICAL;
input logic [1:0] sel;
output reg [31:0] mux_out;
always_comb begin
    case (sel)
        2'b00: mux_out = ARTHIMETIC;
        2'b01: mux_out = SHIFT;
        2'b10: mux_out = LOGICAL;
        default: mux_out = 32'b0;
    endcase
end
endmodule
module ARITHMETIC (i_operand_a, i_operand_b, op, ARITHMETIC_result);
input logic [31:0] i_operand_a, i_operand_b;
input logic [1:0] op;
output logic  [31:0] ARITHMETIC_result;
logic cout,signed_set;
logic [31:0] cin_32bit;
logic[31:0] add_sub;
logic [31:0] SET;
logic select;
assign select = op[1] | op[0];
always_comb begin
    if (select) begin
        if (op[0]) begin
            SET = {31'd0, signed_set};
            cin_32bit = 32'hFFFFFFFF; 
        end else begin
            SET = {31'd0, !cout};
            cin_32bit = 32'hFFFFFFFF; 
        end
    end else begin
        cin_32bit = 32'h00000000;
				SET = 32'd0;
    end
end
assign signed_set = !i_operand_b[31] & add_sub[31] | i_operand_a[31] & add_sub[31] | i_operand_a[31] & !i_operand_b[31];
adder_32_bit adder32bit_ARITHMETIC (	.a(i_operand_a),
                                        .b(i_operand_b ^ cin_32bit),
                                        .cin(op[0]),
                                        .sum(add_sub),
                                        .G(),
                                        .P(),
                                        .cout(cout),
                                        .overflow()
                                        );
assign ARITHMETIC_result = (op[1]) ? SET : add_sub;
endmodule
module LOGICAL (i_operand_a, i_operand_b, i_alu_op, o_result);
input logic [31:0] i_operand_a, i_operand_b;
input logic [1:0] i_alu_op;  
output logic [31:0] o_result;
always_comb begin
    case (i_alu_op)
        2'b00: o_result = i_operand_a & i_operand_b;  
        2'b01: o_result = i_operand_a | i_operand_b;  
        2'b10: o_result = i_operand_a ^ i_operand_b;  
        default: o_result = 32'b0;
    endcase
end
endmodule
module adder_16_bit (  a, b, cin, sum, G, P, cout,overflow);
input logic [15:0] a, b;
input logic cin;
output logic  [15:0] sum;
output logic G, P, cout;
output logic overflow;
logic [3:0] G_4bit, P_4bit;
logic [2:0] cin_4bit;
adder_4_bit adder4bit_0 (	.a(a[3:0]),
									.b(b[3:0]),
									.cin(cin),
									.sum(sum[3:0]), 
									.G(G_4bit[0]),
									.P(P_4bit[0])
									);	
assign cin_4bit[0] = G_4bit[0] | P_4bit[0] & cin;							
adder_4_bit adder4bit_1 (	.a(a[7:4]),
									.b(b[7:4]),
									.cin(cin_4bit[0]),
									.sum(sum[7:4]), 
									.G(G_4bit[1]),
									.P(P_4bit[1])
									);	
assign cin_4bit[1] = G_4bit[1] | P_4bit[1] & (G_4bit[0] | P_4bit[0] & cin);		
adder_4_bit adder4bit_2 (	.a(a[11:8]),
									.b(b[11:8]),
									.cin(cin_4bit[1]),
									.sum(sum[11:8]), 
									.G(G_4bit[2]),
									.P(P_4bit[2])
									);	
assign cin_4bit[2] = G_4bit[2] | P_4bit[2] & (G_4bit[1] | P_4bit[1] & (G_4bit[0] | P_4bit[0] & cin));		
adder_4_bit adder4bit_3 (	.a(a[15:12]),
									.b(b[15:12]),
									.cin(cin_4bit[2]),
									.sum(sum[15:12]), 
									.G(G_4bit[3]),
									.P(P_4bit[3])
									);		
assign G = G_4bit[3] | P_4bit[3] & (G_4bit[2] | P_4bit[2] & (G_4bit[1] | P_4bit[1] & (G_4bit[0] | P_4bit[0] & cin)));		
assign P = P_4bit[3] & P_4bit[2] & P_4bit[1] & P_4bit[0];
assign overflow = G ^ cin_4bit[2];									
endmodule
module adder_1_bit (a, b, cin, cout, sum, g, p);					 
		input logic a, b, cin;		
		output logic cout, sum, g, p;
		assign p = a ^ b;
		assign g = a & b;
		assign sum = p ^ cin;
		assign cout = g | p & cin;
endmodule 
module adder_32_bit (a, b, cin, sum, G, P, cout, overflow);
input logic [31:0] a, b;
input logic cin;
output logic  [31:0] sum;
output logic G, P, cout, overflow;
logic G_16bit, P_16bit;
logic cin_16bit;
adder_16_bit adder16bit_0 (  .a(a[15:0]),
                                .b(b[15:0]),
                                .cin(cin),
                                .sum(sum[15:0]),
                                .G(G_16bit),
                                .P(P_16bit),
                                .cout()
                                );
assign cin_16bit = G_16bit | P_16bit & cin;
adder_16_bit adder16bit_1 (  .a(a[31:16]),
                                .b(b[31:16]),
                                .cin(cin_16bit),
                                .sum(sum[31:16]),
                                .G(G),
                                .P(P),
                                .cout()
                                );
assign cout = G | P & (G_16bit | P_16bit & cin);
assign overflow = cin_16bit ^ cout;
endmodule
module adder_4_bit (a, b, cin, sum, G, P, overflow);
    input logic [3:0] a, b;
    input logic cin;
    output logic [3:0] sum;
    output logic G, P;
    output logic overflow;
    logic [3:0] g, p;
    logic [4:0] c;
    assign c[0] = cin;
    adder_1_bit adder1bit_0 (.a(a[0]), .b(b[0]), .cin(c[0]), .cout(), .sum(sum[0]), .g(g[0]), .p(p[0]));
    adder_1_bit adder1bit_1 (.a(a[1]), .b(b[1]), .cin(c[1]), .cout(), .sum(sum[1]), .g(g[1]), .p(p[1]));
    adder_1_bit adder1bit_2 (.a(a[2]), .b(b[2]), .cin(c[2]), .cout(), .sum(sum[2]), .g(g[2]), .p(p[2]));
    adder_1_bit adder1bit_3 (.a(a[3]), .b(b[3]), .cin(c[3]), .cout(), .sum(sum[3]), .g(g[3]), .p(p[3]));
    assign c[1] = g[0] | (p[0] & c[0]);
    assign c[2] = g[1] | (p[1] & g[0]) | (p[1] & p[0] & c[0]);
    assign c[3] = g[2] | (p[2] & g[1]) | (p[2] & p[1] & g[0]) | (p[2] & p[1] & p[0] & c[0]);
    assign c[4] = g[3] | (p[3] & g[2]) | (p[3] & p[2] & g[1]) | (p[3] & p[2] & p[1] & g[0]) | (p[3] & p[2] & p[1] & p[0] & c[0]);
    assign G = g[3] | (p[3] & g[2]) | (p[3] & p[2] & g[1]) | (p[3] & p[2] & p[1] & g[0]);
    assign P = p[3] & p[2] & p[1] & p[0];
    assign overflow = c[4] ^ c[3];
endmodule
module shifter (i_data, i_shamt, i_type, o_result);
input logic [31:0] i_data;
input logic [4:0] i_shamt;
input logic [1:0] i_type;  
output logic [31:0] o_result;
logic [31:0] data_temp;
always_comb begin
if (i_data[31]) begin
    data_temp = 32'hFFFFFFFF;
end else begin
    data_temp = 32'd0;
end
end
logic [31:0] shifted_data_0,shifted_data_1,shifted_data_2,shifted_data_3,shifted_data_4;
assign shifted_data_0 = (i_shamt[0]) ? ((i_type) ? ((i_type[1]) ? ({data_temp[0],i_data[31:1]}) : {1'b0,i_data[31:1]}) : {i_data[30:0], 1'b0}) : i_data;
assign shifted_data_1 = (i_shamt[1]) ? ((i_type) ? ((i_type[1]) ? ({data_temp[1:0],shifted_data_0[31:2]}) : {2'd0,shifted_data_0[31:2]}) : {shifted_data_0[29:0], 2'd0}) : shifted_data_0;
assign shifted_data_2 = (i_shamt[2]) ? ((i_type) ? ((i_type[1]) ? ({data_temp[3:0],shifted_data_1[31:4]}) : {4'd0,shifted_data_1[31:4]}) : {shifted_data_1[27:0], 4'd0}) : shifted_data_1;
assign shifted_data_3 = (i_shamt[3]) ? ((i_type) ? ((i_type[1]) ? ({data_temp[7:0],shifted_data_2[31:8]}) : {8'd0,shifted_data_2[31:8]}) : {shifted_data_2[23:0], 8'd0}) : shifted_data_2;
assign shifted_data_4 = (i_shamt[4]) ? ((i_type) ? ((i_type[1]) ? ({data_temp[15:0],shifted_data_3[31:16]}) : {16'd0,shifted_data_3[31:16]}) : {shifted_data_3[15:0], 16'd0}) : shifted_data_3;
assign o_result = shifted_data_4;
endmodule 
```
`./run.sh`:
```
#!/bin/bash
# OpenROAD 26Q1-2900-gdf79404cd8, Yosys 0.63+post, stock flow scripts
make -C /OpenROAD-flow-scripts/flow DESIGN_CONFIG=/design/flow/config.mk WORK_HOME=/design/flow/orfs finish
```
`./config.mk`:
```
export PLATFORM = sky130hd
export DESIGN_NAME = ALU
export DESIGN_NICKNAME = ALU
export VERILOG_FILES = /design/flow/design.v
export SDC_FILE = /design/flow/constraint.sdc
export NUM_CORES = 4
export LEC_CHECK = 1
export CORE_UTILIZATION = 50
```
`./constraint.sdc`:
```
current_design ALU

set clk_period 37.3
set clk_io_pct 0.2

create_clock -name clk0 -period $clk_period

set non_clock_inputs [all_inputs -no_clocks]
set_input_delay [expr $clk_period * $clk_io_pct] -clock clk0 $non_clock_inputs
set_output_delay [expr $clk_period * $clk_io_pct] -clock clk0 [all_outputs]
```
==> run summary <==
Static Leak: 3.71 nW
Syn. warnings: 4
Die Outline Area: 16400 um^2
GPL Wtd Cong: 1.07
Path type of the worst setup path: in -> out
Worst hold path type: in -> out
Largest type area fraction: 15.2%
Startpoint Class: primary input
Cell count after synthesis: 1151
Net load switching power: 0.0000925 W
Storage element area: 0 um^2
Global route overflow: 0
Overall via count from detail_route: 10031
Cell types with the largest area share after synthesis: sky130_fd_sc_hd__ha_1, sky130_fd_sc_hd__mux2i_1, sky130_fd_sc_hd__a21oi_1, sky130_fd_sc_hd__xnor2_1, sky130_fd_sc_hd__inv_1
Detailed Route Iter0 Violations: 1326
Flops: 0
Cell variety after synth: 84
Portion of the post-synthesis area used by sequential elements: 0%
Post-cts resize count: 0
FMAX: 48.9 MHz
Final max-slew violation count: 0
Mean instance size in the synthesized netlist: 6.92 um^2
Vias in the first global route: 9069
Routed wire length per instance: 26.8 um
CP max FO: 58
Total global routing track utilization: 46.8%
Layout area overhead: 12.6%
Number of antenna violations at the first check in global routing: 3
Overall die height: 128 um
Number of clock buffers in the layout: 0
Final Hold Vio Count: 0
YS chip area: 7970 um^2
Residual DRC count: 0
Post-route worst hold slack: 16000 ps
Final setup violation count: 0
Floorplan die width: 128 um
Count of maximum capacitance violations: 0
OpenROAD warning count: 66
Ys cells: 1151
Outcome: finished clean
Fraction of final layout cells with drive strength greater than 1: 5.34%
Vias per cell: 7.20
Core ar.: 15400 um^2
Setup total negative slack: 0 ps
Count of hold-fix buffers inserted at cts: 0
Starting density of the core: 51.8%
Maximum number of pins on one net before global-route repair: 59
DPL Wire Length: 28.0 mm
Library cell occupying the most area in the post-synthesis netlist: sky130_fd_sc_hd__ha_1
Relative max-transition margin: 40.3%
Unrepaired setup endpoints after global routing: false
Switching Fraction: 60.6%
# Post-CTS Setup Buffers: 0
Power density of the placed cells: 17.0 nW/um^2
Share of the cycle needed by the critical path after routing: 54.8%
Clock period minus final worst setup slack: 20440 ps
Area after DPL: 8960 um^2
Most frequent cell after synthesis: sky130_fd_sc_hd__ha_1
Max VDD drop: 0.0147 mV
Area of all placed cells without fillers: 8970 um^2
List of most frequent post-synthesis cells: sky130_fd_sc_hd__ha_1, sky130_fd_sc_hd__inv_1, sky130_fd_sc_hd__a21oi_1, sky130_fd_sc_hd__nor2_1, sky130_fd_sc_hd__nand2_1
Routed wire length: 37.3 mm
Wire length of the first global-routing pass: 56.4 mm
Std cell rows: 45
Arr. time, crit path: 12980 ps
Number of optimization iterations in the first detailed-route pass: 6
Worst Tran Pin Value: 896 ps
Data required time of the worst path: 29840 ps
Top-level port count: 100
Count of nets left with antenna violations after detail routing: 0
Post-synthesis instance area: 7970 um^2
Number of I/O port buffers: 100
Total internal power: 0.0000600 W
CP Capture Type: primary output
metrics by stage:
step	setup WS [ps]	power (W)	instances	util [%]
after global routing	16720	0.000163	1392	58.3
after global placement	17250	0.000146	1391	58.3
after detailed placement	17150	0.000146	1391	58.3
after CTS	17140	0.000147	1391	58.3
final	16860	0.000153	1393	58.4
after floorplan	18680	0.0000921	1151	-
layout by cell type (no fill, tap or decap), drive strengths merged, types with 19 or more instances in the layout:
master,Yosys,final
ha,97,97
clkdlybuf4s50,0,95
o21ai,84,84
inv,82,82
a21oi,81,81
nor2,81,81
nand2,72,72
mux2i,42,42
xnor2,38,38
o22ai,37,37
buf,50,31
o211ai,26,26
a31oi,26,26
a211oi,25,25
or3b,25,25
nor3,23,23
nand3,21,21
a311oi,21,21
o31ai,19,19
worst paths after layout:
kind,startpoint,end,slack (ps),depth (start not counted)
worst min-delay path,i_operand_b[2],mux_out[21],16000,5
worst max-delay path,i_alu_op[1],mux_out[17],16860,17
power groups by stage:
stage	Clock (W)	Combinational [W]	Sequential, W
4_1_cts	0	0.000147	0
5_1_grt	0.00000000000153	0.000163	0
metal layers:
layer | GRT usage, % | routed length (um) | vias up
li1 | - | - | 4488
met4 | 21.5 | 2210 | 4
met3 | 14.5 | 4770 | 144
met1 | 62.0 | 14900 | 4640
met2 | 69.4 | 15400 | 755
met5 | 1.86 | 58 | -
final cells by class:
| type | count | area [um^2] |
|---|---|---|
| inverter | 83 | 312 |
| multi-input combinational | 971 | 7210 |
| antenna | 2 | 5.00 |
| tap | 211 | 264 |
| timing repair buffer | 126 | 1180 |
| fill | 1477 | 6400 |
critical path, stage by stage:
cell	delay (ps)
sky130_fd_sc_hd__buf_4	510
sky130_fd_sc_hd__or2_2	570
sky130_fd_sc_hd__buf_4	510
sky130_fd_sc_hd__nor2_1	210
sky130_fd_sc_hd__nor2_1	210
sky130_fd_sc_hd__ha_1	220
sky130_fd_sc_hd__nand3_1	90
sky130_fd_sc_hd__nor4_1	630
sky130_fd_sc_hd__nor3_1	170
sky130_fd_sc_hd__a21oi_1	360
sky130_fd_sc_hd__inv_1	100
sky130_fd_sc_hd__fa_1	380
sky130_fd_sc_hd__xor2_1	150
sky130_fd_sc_hd__o21ai_0	550
sky130_fd_sc_hd__nor2_1	100
sky130_fd_sc_hd__a21oi_1	200
sky130_fd_sc_hd__clkdlybuf4s50_1	480
cells by family after synthesis:
kind of cell	Yosys count	synth area share, %
AOI/OAI and AO/OA	464	41.0
xor gates and xnor gates	48	5.28
adders and majority gates	105	17.2
buffers and inverters	180	9.55
muxes	52	7.40
and+or+nand+nor	302	19.5
Power figures rest on the tool's default switching activity, not on a simulated workload.
