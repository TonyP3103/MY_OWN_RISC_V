**design/flow/run.sh**
```bash
#!/bin/bash
# OpenROAD 26Q1-2900-gdf79404cd8, Yosys 0.63+post, stock flow scripts
make -C /OpenROAD-flow-scripts/flow DESIGN_CONFIG=/design/flow/config.mk WORK_HOME=/design/flow/orfs finish
```
**design/flow/config.mk**
```make
export PLATFORM = sky130hd
export DESIGN_NAME = BRC
export DESIGN_NICKNAME = BRC
export VERILOG_FILES = /design/flow/design.v
export SDC_FILE = /design/flow/constraint.sdc
export NUM_CORES = 4
export LEC_CHECK = 1
export CORE_AREA = 10 10 85 85
export DIE_AREA = 0 0 95 95
```
**design/flow/constraint.sdc**
```tcl
current_design BRC

set clk_period 11.3
set clk_io_pct 0.2

create_clock -name clk0 -period $clk_period

set non_clock_inputs [all_inputs -no_clocks]
set_input_delay [expr $clk_period * $clk_io_pct] -clock clk0 $non_clock_inputs
set_output_delay [expr $clk_period * $clk_io_pct] -clock clk0 [all_outputs]
```
**design/flow/design.v**
```verilog
module BRC ( i_rs1_data,  i_rs2_data,  i_br_un,  o_br_less,o_br_equal);
input logic [31:0] i_rs1_data, i_rs2_data;
input logic i_br_un;         
output logic o_br_less,o_br_equal;
logic cout;
logic [31:0] sum;
adder_32_bit adder_32_bit_BRC (	.a(i_rs1_data),
                                    .b(~i_rs2_data),
                                    .cin(1'b1),
                                    .sum(sum),
                                    .G(),
                                    .P(),
                                    .cout(cout),
                                    .overflow()
                                    );
assign  o_br_equal = sum ? 1'b0 : 1'b1;
    assign o_br_less  = i_br_un ? ((i_rs1_data[31] ^ i_rs2_data[31]) ? i_rs1_data[31] : sum[31]) : ~cout;
endmodule 
module adder_16_bit (  a, b, cin, sum, G, P, cout,overflow);
input logic [15:0] a, b;
input logic cin;
output logic  [15:0] sum;
output logic G, P, cout;
output logic overflow;
logic [3:0] G_4bit, P_4bit;
logic [2:0] cin_4bit;
adder_4_bit adder4bit_0 (	.a(a[3:0]),
									.b(b[3:0]),
									.cin(cin),
									.sum(sum[3:0]), 
									.G(G_4bit[0]),
									.P(P_4bit[0])
									);	
assign cin_4bit[0] = G_4bit[0] | P_4bit[0] & cin;							
adder_4_bit adder4bit_1 (	.a(a[7:4]),
									.b(b[7:4]),
									.cin(cin_4bit[0]),
									.sum(sum[7:4]), 
									.G(G_4bit[1]),
									.P(P_4bit[1])
									);	
assign cin_4bit[1] = G_4bit[1] | P_4bit[1] & (G_4bit[0] | P_4bit[0] & cin);		
adder_4_bit adder4bit_2 (	.a(a[11:8]),
									.b(b[11:8]),
									.cin(cin_4bit[1]),
									.sum(sum[11:8]), 
									.G(G_4bit[2]),
									.P(P_4bit[2])
									);	
assign cin_4bit[2] = G_4bit[2] | P_4bit[2] & (G_4bit[1] | P_4bit[1] & (G_4bit[0] | P_4bit[0] & cin));		
adder_4_bit adder4bit_3 (	.a(a[15:12]),
									.b(b[15:12]),
									.cin(cin_4bit[2]),
									.sum(sum[15:12]), 
									.G(G_4bit[3]),
									.P(P_4bit[3])
									);		
assign G = G_4bit[3] | P_4bit[3] & (G_4bit[2] | P_4bit[2] & (G_4bit[1] | P_4bit[1] & (G_4bit[0] | P_4bit[0] & cin)));		
assign P = P_4bit[3] & P_4bit[2] & P_4bit[1] & P_4bit[0];
assign overflow = G ^ cin_4bit[2];									
endmodule
module adder_1_bit (a, b, cin, cout, sum, g, p);					 
		input logic a, b, cin;		
		output logic cout, sum, g, p;
		assign p = a ^ b;
		assign g = a & b;
		assign sum = p ^ cin;
		assign cout = g | p & cin;
endmodule 
module adder_32_bit (a, b, cin, sum, G, P, cout, overflow);
input logic [31:0] a, b;
input logic cin;
output logic  [31:0] sum;
output logic G, P, cout, overflow;
logic G_16bit, P_16bit;
logic cin_16bit;
adder_16_bit adder16bit_0 (  .a(a[15:0]),
                                .b(b[15:0]),
                                .cin(cin),
                                .sum(sum[15:0]),
                                .G(G_16bit),
                                .P(P_16bit),
                                .cout()
                                );
assign cin_16bit = G_16bit | P_16bit & cin;
adder_16_bit adder16bit_1 (  .a(a[31:16]),
                                .b(b[31:16]),
                                .cin(cin_16bit),
                                .sum(sum[31:16]),
                                .G(G),
                                .P(P),
                                .cout()
                                );
assign cout = G | P & (G_16bit | P_16bit & cin);
assign overflow = cin_16bit ^ cout;
endmodule
module adder_4_bit (a, b, cin, sum, G, P, overflow);
    input logic [3:0] a, b;
    input logic cin;
    output logic [3:0] sum;
    output logic G, P;
    output logic overflow;
    logic [3:0] g, p;
    logic [4:0] c;
    assign c[0] = cin;
    adder_1_bit adder1bit_0 (.a(a[0]), .b(b[0]), .cin(c[0]), .cout(), .sum(sum[0]), .g(g[0]), .p(p[0]));
    adder_1_bit adder1bit_1 (.a(a[1]), .b(b[1]), .cin(c[1]), .cout(), .sum(sum[1]), .g(g[1]), .p(p[1]));
    adder_1_bit adder1bit_2 (.a(a[2]), .b(b[2]), .cin(c[2]), .cout(), .sum(sum[2]), .g(g[2]), .p(p[2]));
    adder_1_bit adder1bit_3 (.a(a[3]), .b(b[3]), .cin(c[3]), .cout(), .sum(sum[3]), .g(g[3]), .p(p[3]));
    assign c[1] = g[0] | (p[0] & c[0]);
    assign c[2] = g[1] | (p[1] & g[0]) | (p[1] & p[0] & c[0]);
    assign c[3] = g[2] | (p[2] & g[1]) | (p[2] & p[1] & g[0]) | (p[2] & p[1] & p[0] & c[0]);
    assign c[4] = g[3] | (p[3] & g[2]) | (p[3] & p[2] & g[1]) | (p[3] & p[2] & p[1] & g[0]) | (p[3] & p[2] & p[1] & p[0] & c[0]);
    assign G = g[3] | (p[3] & g[2]) | (p[3] & p[2] & g[1]) | (p[3] & p[2] & p[1] & g[0]);
    assign P = p[3] & p[2] & p[1] & p[0];
    assign overflow = c[4] ^ c[3];
endmodule
```
==> results_slide.txt <==
Run Summary

Outcome
  – Status: completed

Synthesis
  – Mapped Cells: 212
  – Ys Warns: 0
  – Library cells used by synthesis: 49
  – Yosys cell count: 212
  – Mapped cell area: 1603 µm²
  – Avg Inst Size Synth: 7.560 µm²
  – Synth Seq Share: 0%
  – Yosys Chip Area: 1603 µm²

STA
  – Final Hold Fails: 0
  – Final Setup Violations: 0
  – Post-layout period usage: 88.19%
  – Slew margin rel.: 67.02%
  – RSZ-0062 raised after global routing: false
  – Final Hold Slack: 5.563 ns
  – Slew Viols, Final: 0
  – Tmin final: 9.966 ns
  – Slew @ Worst Pin: 0.4822 ns
  – Max Clk Rate: 100.3 MHz
  – Final setup TNS: 0 ns

Floorplanning
  – Row count: 27
  – Core area: 5473 µm²
  – Die width: 95 µm
  – Starting Density: 29.29%
  – Die H: 95 µm
  – DIE AREA: 9025 µm²
  – Top Ports: 67

Pwr
  – Leak: 0.001105 µW
  – PD cells: 44.52 nW/µm²
  – Worst VDD drop: 0.01662 mV

Drt
  – WL per Instance: 12.81 µm
  – # diodes: 0
  – Drt initial violations: 41
  – Detailed-route via count: 1694
  – Detailed Route WL: 4495 µm
  – Detail Route Antenna Nets: 0
  – Remaining DRCs: 0
  – Routed vias/inst: 4.826
  – Drt pass-1 iters: 4

CTS
  – Cts repair resizes: 0
  – Cts hold-fix bufs: 0
  – Setup bufs post-CTS: 0

Final layout
  – Most frequent cells in the layout: clkdlybuf4s50_1 (67), inv_1 (37), ha_1 (32)
  – Layout clock buffers: 0
  – Area Growth Syn to Fin: 47.46%
  – Comb gate area: 1464 µm²
  – Fill cell count: 561
  – FF/Latch Area: 0 µm²
  – Most instantiated logic cell after routing: clkdlybuf4s50_1
  – Flop count: 0
  – Layout cell share with drive strength beyond 1: 6.093%

Job
  – Tool Warnings: 32
  – Max_cap viols: 0

GRT
  – Largest net degree at the start of global routing: 8
  – Initial antenna violation count: 0
  – GR Overflow Total: 0
  – GRT Overall Usage: 10.22%
  – Vias in the first global route: 1714
  – First-pass GRT wire length: 7748 µm

Critical path
  – Worst-path fanout max: 5
  – CP endpoint: o_br_equal
  – Nature of the critical path endpoint: primary output
  – CP required: 9.04 ns
  – CP startpoint: i_rs2_data[11]
  – Kind of start point of the critical path: input port
  – Setup CP Type: in -> out
  – Critical Path AT: 7.71 ns

Place
  – GPL Wtd Cong: 0.8713
  – I/O Buffers: 67
  – Placed wire-length estimate: 4185 µm

Hold path
  – Min-delay worst type: in -> out
per-layer routing:
layer / GRT usage, % / vias to the layer above / share of wire [%]
met1: 14.22 / 742 / 48
li1: - / 909 / -
met3: 1.362 / 0 / 4.7
met2: 17.56 / 43 / 48
met5: 0 / - / 0
met4: 0 / 0 / 0
cells in the mapped netlist (all sizes together):
master	number	area share, %
inv	37	8.7
ha	32	25
nand2	20	4.7
nor2	14	3.3
a21o	9	4.7
a21oi	8	2.7
fa	8	10
nand4	8	3.1
o21ai	8	2.5
xnor2	7	3.8
nor3	6	2.5
nand2b	5	2.0
nand3	5	1.9
nor4	5	2.0
a31oi	4	1.6
a2111oi	3	2.4
xor2	3	1.6
a211oi	2	1.2
a221o	2	1.2
o311ai	2	1.1
or2	2	0.78
or3	2	0.78
or3b	2	1.1
a221oi	1	0.55
a22oi	1	0.78
a2bb2oi	1	0.94
a311oi	1	0.55
a32o	1	0.62
a41o	1	0.62
and3	1	0.39
and4	1	0.62
mux2i	1	0.62
nor2b	1	0.39
nor4b	1	0.94
o2111a	1	0.70
o2111ai	1	0.55
o211a	1	0.62
o21bai	1	0.47
o221ai	1	0.55
o31ai	1	0.47
o41ai	1	1.0
critical path, cell delays in order:
cell and delay [ns]:
clkdlybuf4s50_1 0.45, inv_1 0.04, ha_1 0.35, nand4_1 0.20
nor4_1 0.39, nor3_2 0.10, a31oi_1 0.25, a31oi_1 0.17
o31ai_1 0.35, a21oi_1 0.14, fa_1 0.50, nor4b_2 0.20
o2111ai_1 0.14, nor4_1 0.30, nand4_1 0.13, a2111oi_0 0.40
o311ai_1 0.22, a2111oi_2 0.42, o2111a_1 0.25, clkdlybuf4s50_1 0.46
kinds of logic after synthesis:
kind of cell    synth area share [%]
fa+ha+maj                      34.97
compound gates                 25.92
xor+xnor                       5.465
simple gates                   24.36
mux                           0.6245
buf+inv                        8.665
report_power, final:
group,internal (µW),switching (µW),total [µW]
logic,56.2,49.0,105
clock network,0,0,0
registers,0,0,0
total,56.2,49.0,105
layout make-up:
type,count,share of cell area (%)
well taps,72,3.812
repair buffers,67,28.37
inverters,37,5.876
multi-input cells,175,61.94
worst min-delay path by stage:
stage / startpoint / end / slack (ns) / depth (start not counted)
4_1_cts: i_br_un / o_br_less / 5.57 / 3
5_1_grt: i_br_un / o_br_less / 5.61 / 3
6_report: i_br_un / o_br_less / 5.56 / 3
per-stage QoR:
stage          utilization, %  setup WS (ns)  instance area, µm²  instances  power, µW
5_1_grt                 43.19         0.7422                2364        351      118.1
3_3_place_gp            43.19          1.685                2364        351      106.3
4_1_cts                 43.19          1.311                2364        351      106.3
2_1_floorplan               -          3.030                1603        212      65.51
3_5_place_dp            43.19          1.337                2364        351      105.6
6_report                43.19          1.334                2364        351      105.2
Power figures rest on the tool's default switching activity, not on a simulated workload.
